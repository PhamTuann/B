$ cat config.mk
export PLATFORM = sky130hd
export DESIGN_NAME = sent_rx_control
export DESIGN_NICKNAME = sent_rx_control
export VERILOG_FILES = /design/flow/design.v
export SDC_FILE = /design/flow/constraint.sdc
export NUM_CORES = 4
export LEC_CHECK = 1
export CORE_AREA = 10 10 109 109
export DIE_AREA = 0 0 119 119
$ cat run.sh
#!/bin/bash
# OpenROAD 26Q1-2900-gdf79404cd8, Yosys 0.63+post, stock flow scripts
make -C /OpenROAD-flow-scripts/flow DESIGN_CONFIG=/design/flow/config.mk WORK_HOME=/design/flow/orfs finish
$ cat constraint.sdc
current_design sent_rx_control

set clk_period 1.0
set clk_io_pct 0.2

create_clock -name clk0 -period $clk_period [get_ports {clk_rx}]

set non_clock_inputs [all_inputs -no_clocks]
set_input_delay [expr $clk_period * $clk_io_pct] -clock clk0 $non_clock_inputs
set_output_delay [expr $clk_period * $clk_io_pct] -clock clk0 [all_outputs]
$ cat design.v
module sent_rx_control(
	input clk_rx,
	input reset_rx,
	input [2:0] done_pre_data,
	output reg [2:0] enable_crc_check,
	input valid_data_serial,
	input valid_data_enhanced,
	input valid_data_fast,
	input [7:0] id_decode,
	input [15:0] data_decode,
	input config_bit_decode,
	output reg read_enable_store,
	input [11:0] data_fast_in,
	output reg [7:0] id_received,
	output reg [15:0] data_received,
	output reg write_enable_rx,
	output reg [11:0] data_to_fifo_rx
	);
	localparam TWO_FAST_CHANNELS_12_12 = 1;
	localparam ONE_FAST_CHANNELS_12 = 2;
	localparam HIGH_SPEED_ONE_FAST_CHANNEL_12 = 3;
	localparam SECURE_SENSOR = 4;
	localparam SINGLE_SENSOR_12_0 = 5;
	localparam TWO_FAST_CHANNELS_14_10 = 6;
	localparam TWO_FAST_CHANNELS_16_8 = 7;
	reg valid_data_fast_channel;
	reg [11:0] data_fast1_decode;
	reg [11:0] data_fast2_decode;
	reg [2:0] a;
	reg [17:0] saved;
	reg [2:0] count_enable;
	reg count_store;
	reg [5:0] count_frame;
	reg done;
	reg count_rx;
	reg [2:0] count_enable_rx;
	reg done_sent;
 	reg valid;
	reg [2:0] frame_format;
	always @(data_decode or valid) begin
		if(valid) begin
			if(data_decode == 12'h001 || data_decode == 16'h001 ) begin frame_format = TWO_FAST_CHANNELS_12_12; end
			else if(data_decode == 12'h002 || data_decode == 16'h002) begin frame_format = ONE_FAST_CHANNELS_12; end
			else if(data_decode == 12'h003 || data_decode == 16'h003) begin frame_format = HIGH_SPEED_ONE_FAST_CHANNEL_12; end
			else if(data_decode == 12'h004 || data_decode == 16'h004) begin frame_format = SECURE_SENSOR; end
			else if(data_decode == 12'h005 || data_decode == 16'h005) begin frame_format = SINGLE_SENSOR_12_0; end
			else if(data_decode == 12'h006 || data_decode == 16'h006) begin frame_format = TWO_FAST_CHANNELS_14_10; end
			else if(data_decode == 12'h007 || data_decode == 16'h007) begin frame_format = TWO_FAST_CHANNELS_16_8; end	
			else frame_format = 0;
		end
		else frame_format = 0;
	end
	always @(negedge clk_rx or posedge reset_rx) begin
		if(reset_rx) begin
			enable_crc_check <= 0;
			a <= 0;
			read_enable_store <= 0;
			saved <= 0;
			count_store <= 0;
			count_enable <= 0;
			data_fast1_decode <= 0;
			data_fast2_decode <= 0;
			valid_data_fast_channel <= 0;
			count_frame <= 0;
			write_enable_rx <= 0;
			data_to_fifo_rx <= 0;
			done <= 0;
			data_fast1_decode <= 0;
			data_fast2_decode <= 0;
			data_to_fifo_rx <= 0;
			id_received <= 0;
			data_received <= 0;
			valid <= 0;
		end
		else begin
			a <= done_pre_data;
			if(done_pre_data == 3'b000) begin
				if(a != 0) begin enable_crc_check <= a; end	
				else enable_crc_check <= 0;
			end
			if(valid_data_serial || valid_data_enhanced) begin
				id_received <= id_decode;
				data_received <= data_decode;
				valid <= 1;
			end
			if(read_enable_store) read_enable_store <= 0;
		end
	end
	always @(posedge clk_rx or posedge reset_rx) begin
		if(reset_rx) begin
			enable_crc_check <= 0;
			count_rx <= 0;
			count_enable_rx <= 0;
			done_sent <= 0;
		end
		else begin
			if(enable_crc_check == 3'b001 || enable_crc_check == 3'b010 || enable_crc_check == 3'b011) begin saved <= {saved[16:0], valid_data_fast}; enable_crc_check <= 3'b000; end
			case(frame_format)
				TWO_FAST_CHANNELS_12_12: begin
					if(done) begin
						if(count_enable_rx == 6) begin
							write_enable_rx <= 1;
							count_enable_rx <= 0;
							if(!count_rx) begin
								data_to_fifo_rx <= data_fast1_decode; 
								count_rx <= 1; 
							end else begin 
								data_to_fifo_rx <= {data_fast2_decode[3:0],data_fast2_decode[7:4],data_fast2_decode[11:8]}; 
								count_rx <= 0; 
								done <= 0;
								done_sent <= 0;
							end
						end
						else begin count_enable_rx <= count_enable_rx + 1; end
					end
				end
				ONE_FAST_CHANNELS_12 : begin
					if(done) begin
						if(count_enable_rx == 6) begin
							write_enable_rx <= 1;
							count_enable_rx <= 0;
							data_to_fifo_rx <= data_fast1_decode[11:0]; 
							done <= 0;
							done_sent <= 0;
						end
						else begin count_enable_rx <= count_enable_rx + 1; end
					end
				end
				HIGH_SPEED_ONE_FAST_CHANNEL_12: begin
					if(done) begin
						if(count_enable_rx == 6) begin
							write_enable_rx <= 1;
							count_enable_rx <= 0;
							data_to_fifo_rx <= data_fast1_decode[11:0]; 
							done <= 0;
							done_sent <= 0;
						end
						else begin count_enable_rx <= count_enable_rx + 1; end
					end
				end
				SECURE_SENSOR: begin
					if(done) begin
						if(count_enable_rx == 6) begin
							write_enable_rx <= 1;
							count_enable_rx <= 0;
							if(!count_rx) begin
								data_to_fifo_rx <= data_fast1_decode; 
								count_rx <= 1; 
							end else begin 
								count_rx <= 0; 
								done <= 0;
								done_sent <= 0;
							end
						end
						else begin count_enable_rx <= count_enable_rx + 1; end
					end
				end
				SINGLE_SENSOR_12_0: begin
					if(done) begin
						if(count_enable_rx == 6) begin
							write_enable_rx <= 1;
							count_enable_rx <= 0;
							if(!count_rx) begin
								data_to_fifo_rx <= data_fast1_decode; 
								count_rx <= 1; 
							end else begin 
								count_rx <= 0; 
								done <= 0;
								done_sent <= 0;
							end
						end
						else begin count_enable_rx <= count_enable_rx + 1; end
					end
				end
				TWO_FAST_CHANNELS_14_10: begin
					if(done) begin
						if(count_enable_rx == 6) begin
							write_enable_rx <= 1;
							count_enable_rx <= 0;
							if(!count_rx) begin
								data_to_fifo_rx <= {data_fast1_decode}; 
								count_rx <= 1; 
							end else begin 
								data_to_fifo_rx <= {data_fast2_decode[3:0],data_fast2_decode[7:4],data_fast2_decode[9:8]}; 
								count_rx <= 0; 
								done <= 0;
								done_sent <= 0;
							end
						end
						else begin count_enable_rx <= count_enable_rx + 1; end
					end
				end
				TWO_FAST_CHANNELS_16_8: begin
					if(done) begin
						if(count_enable_rx == 6) begin
							write_enable_rx <= 1;
							count_enable_rx <= 0;
							if(!count_rx) begin
								data_to_fifo_rx <= data_fast1_decode; 
								count_rx <= 1; 
							end else begin 
								data_to_fifo_rx <= {data_fast2_decode[11:8],data_fast2_decode[3:0],data_fast2_decode[7:4]}; 
								count_rx <= 0; 
								done <= 0;
								done_sent <= 0;
							end
						end
						else begin count_enable_rx <= count_enable_rx + 1; end
					end
				end
			endcase
			if(write_enable_rx) write_enable_rx <= 0;
		end
	end
	always @(negedge clk_rx or posedge reset_rx) begin
		if(reset_rx) begin
		end
		else begin
			 if( (frame_format == TWO_FAST_CHANNELS_12_12) || (frame_format == SECURE_SENSOR) || (frame_format == SINGLE_SENSOR_12_0) ||
				(frame_format == TWO_FAST_CHANNELS_14_10) || (frame_format == TWO_FAST_CHANNELS_16_8) ) begin
					if(!done_sent) begin
						if(count_frame != 17) begin
							if(count_enable ==1) begin
								count_enable <= 0;
								read_enable_store <= 1;
								if(!count_store) begin
									data_fast1_decode <= data_fast_in;
									count_store <= 1;
								end
								else begin
									data_fast2_decode <= data_fast_in; 
									count_store <= 0; 
									valid_data_fast_channel <= saved[17];
									saved <= {saved[16:0], valid_data_fast};
									count_frame <= count_frame + 1;
									done <= 1;
									done_sent <= 1;
								end
							end else count_enable <= count_enable + 1;
						end else begin read_enable_store <= 0; valid_data_fast_channel <= 0; valid <= 0; count_frame <= 0; end
					end	
				end
			else if ( (frame_format == ONE_FAST_CHANNELS_12) || (frame_format == HIGH_SPEED_ONE_FAST_CHANNEL_12) )  begin
					if(!done_sent) begin
						if(count_frame != 17) begin
							if(count_enable ==1) begin
								count_enable <= 0;
								read_enable_store <= 1;
								data_fast1_decode <= data_fast_in;
								valid_data_fast_channel <= saved[17];
								saved <= {saved[16:0], valid_data_fast};
								count_frame <= count_frame + 1;
								done <= 1;
								done_sent <= 1;
							end else count_enable <= count_enable + 1;
						end else begin read_enable_store <= 0; valid_data_fast_channel <= 0; valid <= 0; count_frame <= 0; end
					end	
				end
			else read_enable_store <= 0;
		end
	end
endmodule
==> impl_results.rst <==
Physical design figures
=======================

.. list-table::
   :header-rows: 1

   * - Metric
     - Value
   * - Largest buffer count on any clock path
     - 2
   * - Sort of element at the start of the critical path
     - flop
   * - Fraction of layout instances using a drive strength above 1
     - 0.529
   * - Vias per std cell
     - 2.64
   * - Post-CTS clock slew at the launch and capture registers of the worst setup and hold paths
     - approximately 0.070 ns
   * - Initial detailed-routing violation count
     - 21
   * - PD cells
     - 1240 nW/um^2
   * - Leftover overflow at the end of global routing
     - 0
   * - RePlAce Congestion
     - 0.625
   * - Dominant logic cell types in the final layout
     - sky130_fd_sc_hd__clkdlybuf4s50_1, sky130_fd_sc_hd__mux2_4, sky130_fd_sc_hd__dfrtn_1, sky130_fd_sc_hd__buf_2, sky130_fd_sc_hd__conb_1
   * - Die Ht
     - 119 um
   * - Sw Ratio
     - 0.230
   * - Endpoint class of the critical path
     - output port
   * - Worst VDD drop
     - ~0.00032 V
   * - Setup-violating endpoint count in the final report
     - between 40 and 50
   * - Number of hold-slack violations in the final timing report
     - 0
   * - Count of H-tree levels built during CTS
     - 1
   * - Clock tree from TritonCTS
     - yes
   * - Start point of the critical path
     - id_received[6]
   * - Cell family with the largest share of critical-path delay
     - flip-flops
   * - Total of max-cap violations
     - 0
   * - Violated checks
     - setup timing
   * - Category of the critical setup timing path
     - reg2out
   * - Clk_skew
     - 0 ns
   * - Total of hold buffers inserted after clock tree synthesis
     - 0
   * - Clock Latency Late Sink
     - 0.28 ns
   * - Ordered list of cells on the worst path
     - buf_2
   * - Number of top-level pins
     - 86
   * - Reg power frac
     - 0.479
   * - Number of clock sinks seen by CTS
     - 24
   * - Hold WC Path Type
     - reg2reg
   * - Commonest Layout Cell
     - sky130_fd_sc_hd__clkdlybuf4s50_1
   * - Worst EP arrival
     - 1.30 ns
   * - Cell count in the Yosys report
     - approximately 70
   * - ANT cells
     - 0
   * - Wire length of the first global-routing pass
     - 5290 um
   * - Half-perimeter wire length of the detailed placement result
     - between 2000 and 2500 um
   * - Final cell count without fillers
     - 273
   * - Antenna violations before repair
     - 0
   * - Post-synthesis cell count
     - 70
   * - Power dissipated by switching net loads
     - 0.531 mW
   * - Setup slack, reg-to-reg
     - 0.02 ns
   * - Global router's overall resource usage
     - 0.0463
   * - Inserted Clock Buffers
     - 3
   * - Total Routed Length
     - ~3400 um
   * - Internal power
     - 1.77 mW
   * - Cell at the root of the clock tree
     - sky130_fd_sc_hd__clkbuf_8
   * - Total via count after detailed routing
     - 722
   * - Synthesized area
     - between 1000 and 1500 um^2
   * - Count of pins over their slew limit
     - 0
   * - Power, Total
     - 2.30 mW
   * - Fraction of the core area covered by cells at the end of the flow
     - 0.193
   * - Horizontal die dimension
     - around 120 um
   * - I/O Buffers
     - 51
   * - Worst r2r path cells
     - 3
   * - First-pass iteration count of the detailed router
     - 3
   * - Mapped Avg Cell Area
     - 14.9 um^2
   * - Capture instance of the worst register-to-register path
     - data_received[0]
   * - Buffer and inverter count on the worst path
     - 1
   * - Clock group share of total power
     - 0.308
   * - Std-Cell Core Area
     - between 9000 and 10000 um^2
   * - Relative contribution of combinational cells to total power
     - 0.214
   * - Setup repair after global routing missed its margin
     - true
   * - Critical path's largest stage delay
     - 0.42 ns
   * - Reg2reg start
     - data_received[0]
   * - Data required time of the critical path
     - 0.80 ns
   * - Antenna violation net count after detailed routing
     - 0
   * - OpenROAD warning count
     - approximately 45
   * - Synth Register Bits
     - 24
   * - CP max stage cell
     - sky130_fd_sc_hd__dfrtn_1
   * - Total leakage power
     - 0.861 nW
   * - Yosys stat chip area
     - 1040 um^2
   * - Count of different cell masters after synthesis
     - 8
   * - Result of the run
     - finished, violations left
   * - Standard-cell row count
     - 36
   * - Proportion of synthesized chip area in sequential cells
     - 0.576
   * - Initial Utilization
     - 0.108
   * - Number of global-route vias before repair
     - 881
   * - Post-route DRC violation count
     - 0
   * - Setup TNS
     - -20.78 ns
   * - Die area
     - approximately 14000 um^2
   * - Stages on the worst setup path
     - 1
   * - CP Capture Point
     - id_received[6]
   * - Setup ws final
     - -0.502 ns
   * - Placed Cells incl. Taps
     - about 260
   * - Number of warnings reported in the yosys synthesis log
     - around 84
   * - Crit-path max FO
     - 2
   * - Largest net degree at the start of global routing
     - 17
   * - Average wire length per cell after detail routing
     - ~12 um
   * - Synth-to-Final Area Change
     - 78.4%
## logic make-up after synthesis
kind of cell           Yosys count  share of synthesized area
buffers and inverters           20                      0.147
flip-flops                      24                      0.576
other                            1                    0.00359
multiplexers                    24                      0.263
AND/OR/NAND/NOR                  1                     0.0108
## worst min-delay path by stage
stage / startpoint / cells past startpoint / to
4_1_cts: id_received[5] / 1 / id_received[5]
5_1_grt: id_received[0] / 1 / id_received[0]
6_report: id_received[0] / 1 / id_received[0]
## area by class of cell
| class | instances | area, um^2 |
|---|---|---|
| fill | 1067 | 7780 |
| sequential | 24 | 601 |
| multi-input combinational | 42 | 435 |
| inverter | 1 | 7.51 |
| tap | 133 | 166 |
| timing repair buffer | 69 | 597 |
| clock buffer | 4 | 55.1 |
## power by group through the flow
stage         clock, mW  sequential (mW)  combinational (mW)
CTS               0.758             1.10               0.497
global route      0.798             1.12               0.541
finish            0.709             1.10               0.492
## per-layer routing
layer / up-vias / GRT usage / part of all wire
li1: 338 / - / -
met1: 352 / 0.0664 / 0.48
met2: 30 / 0.0723 / 0.47
met3: 2 / 0.00863 / 0.034
met4: 0 / 0.00763 / 0.015
met5: - / 0 / 0
## sequential cells by signal, summed over array words and instances (netlist names)
register and cells:
data_received 16, id_received 8
## metrics by stage
step / instance area, um^2 / hold WS, ns / setup slack (ns)
4_1_cts: 1860 / 0.453 / -0.521
2_1_floorplan: 1110 / 0.415 / -0.508
6_report: 1860 / 0.452 / -0.502
3_3_place_gp: 1690 / 0.447 / -0.996
3_5_place_dp: 1690 / 0.453 / -1.00
5_1_grt: 1860 / 0.468 / -0.558
## synthesized netlist by cell type
cell type | number | area share
sky130_fd_sc_hd__buf_4 | 17 | 0.12
sky130_fd_sc_hd__buf_6 | 2 | 0.022
sky130_fd_sc_hd__conb_1 | 1 | 0.0036
sky130_fd_sc_hd__dfrtn_1 | 24 | 0.58
sky130_fd_sc_hd__inv_1 | 1 | 0.0036
sky130_fd_sc_hd__mux2_2 | 23 | 0.25
sky130_fd_sc_hd__mux2_4 | 1 | 0.014
sky130_fd_sc_hd__nor2_4 | 1 | 0.011
## repair_timing
item,CTS,global route
endpoints found under the setup margin,48,48
pin swaps,1,1
cloned,3,0
setup buffers,5,9
gates resized,110,3
Power figures rest on the tool's default switching activity, not on a simulated workload.
