$ cat ./design.v
module sent_rx_pulse_check (
	input clk_rx,
	input reset_rx,
	input data_pulse,
	output reg [27:0] data_fast_check_crc,
	output reg [29:0] data_channel_check_crc,
	output reg [2:0] done_pre_data,
	output reg [7:0] id_decode,
	output reg [15:0] data_decode,
	output reg config_bit_decode,
	output reg write_enable_store,
	output reg [11:0] data_out
	);
	localparam IDLE = 0;
	localparam COUNT_TICKS = 1;
	localparam DONE = 2;
	localparam SYNC = 1;
	localparam STATUS = 2;
	localparam DATA = 3;
	localparam CRC = 4;
	localparam PAUSE = 5;	
	localparam CHECK = 6;
	reg prev_data_clk;
	reg tick;
	reg [10:0] b;
	reg prev_data_tick;
	reg [10:0] counter2;
	reg [1:0] count;
	reg [2:0] state_decode_tick;
	reg [2:0] state_decode_pulse;
	reg [10:0] count_data;
	reg [5:0] count_frame;
	reg [11:0] count_ticks;
	reg [3:0] status_nb;
	reg [17:0] saved_bit3_status;
	reg [17:0] saved_bit2_status;
	reg [27:0] saved_data_fast;
	reg done;
	reg done_data;
	reg [3:0] count_nibbles;
	reg [3:0] data_nibble_rx;
	reg serial;
	reg enhanced;
	reg first_frame;
	reg [2:0] count_enable;
	reg count_store;
	reg [1:0] done_data_to_fifo;
	reg status;
	reg [11:0] count_frame_ticks;
	reg [11:0] count_a;
	always @(posedge clk_rx or posedge reset_rx) begin
		if(reset_rx) begin
			b <= 0;
			state_decode_tick <= IDLE;
			counter2 <= 0;
			prev_data_clk <= 0;
		end
		else begin
			prev_data_clk <= data_pulse;
			case(state_decode_tick)
				IDLE: begin
					tick <= 0;
					b <= 0;
					if((data_pulse==0) && (prev_data_clk==1)) begin
						state_decode_tick <= COUNT_TICKS;
					end
				end
				COUNT_TICKS: begin
					if((data_pulse==0) && (prev_data_clk==1)) begin
						state_decode_tick <= DONE;
						state_decode_pulse <= STATUS;
						b <= (counter2+1)/56/2;	
					end
					else counter2 <= counter2 + 1;
				end
				DONE: begin
					counter2 <= 0;
				end
			endcase
		end
	end
	always @(posedge clk_rx or posedge reset_rx) begin
		if(reset_rx) begin
			count <= 0;
			tick <= 0;
		end
		else begin
			if (count == b-1) begin
				tick <= ~tick;
				count <= 0;
			end
			else count <= count + 1;
		end
	end
	reg [1:0] c;
	reg j;
	reg [3:0] store_nibble;
	reg pause;
	always @(posedge tick or posedge reset_rx) begin
		if(reset_rx) begin
			state_decode_pulse <= STATUS;
			count_data <= 0;
			prev_data_tick <=0;
			count_frame <= 0;
			status_nb <= 0;
			count_ticks <= 0;
			count_nibbles <= 0;		
			first_frame <= 0;
			serial <= 0;
			enhanced <= 0;
			data_nibble_rx <= 0;
			config_bit_decode <= 0;
			status <= 0;
			count_frame_ticks <= 0;
			count_a <= 0;
			c <= 0;
			j <= 0;
			store_nibble <= 0;
			pause <= 0;	
			data_fast_check_crc  <= 0; 
		end
		else begin
			prev_data_tick <= data_pulse;
			case(state_decode_pulse)
				IDLE: begin
					count_ticks <= 0;
					count_frame <= 0;
					if ((data_pulse == 0) && (prev_data_tick == 1)) begin
						state_decode_pulse <= SYNC;
					end
					else state_decode_pulse <= IDLE;
				end
				SYNC: begin
					saved_data_fast <= 0;
					count_nibbles <= 0;
					if ((data_pulse == 0) && (prev_data_tick == 1)) begin
						state_decode_pulse <= STATUS;
					end
					else state_decode_pulse <= SYNC;
				end
				STATUS: begin
					saved_data_fast <= 0;
					count_ticks <= count_ticks + 1;
					if ((data_pulse==0) && (prev_data_tick == 1)) begin
						if(!first_frame) begin saved_bit3_status <= 0;
saved_bit2_status <= 0;
saved_data_fast <= 0;status_nb <= count_data - 13; state_decode_pulse <= CHECK; count_frame_ticks <= 56 + count_ticks - 1; end
						else begin status_nb <= count_data - 12; state_decode_pulse <= DATA; end
						count_data <= 0;
						done <= 1;
						count_ticks <= 0;
					end
					else count_data <= count_data + 1;
				end
				CHECK: begin
					first_frame <= 1;
					if(!first_frame && status_nb[3]) enhanced <= 1;
					else if(!first_frame && !status_nb[3]) serial <= 1;
					if(j) begin
						count_a <= count_a + 1;
						if(count_a > 27) begin
							state_decode_pulse <= SYNC;
							count_frame_ticks <= 0;
							count_a <= 0;
							j <= 0;
							end
						else begin
							if ((data_pulse == 0) && (prev_data_tick == 1)) begin
								count_frame <= 1;
								state_decode_pulse <= DATA;
								j <= 0;
								count_data <= 0;
								count_nibbles <= 0;
								status_nb <= count_data -12;
								store_nibble <= count_nibbles -1;
								done <= 1;
								count_a <= 0;
								count_frame_ticks <= 0;
								case(count_nibbles) 
									8: begin
										pause <= 1;
										c <= 2'b01;
									end
									6: begin
										pause <= 1;
										c <= 2'b10;
									end
									7: begin
										pause <= 0;
										c <= 2'b01;
									end
									4: begin
										pause <= 0;
										c <= 2'b11;
									end
									5: begin
										if(count_frame_ticks > 200) begin
											pause <= 1; c <= 2'b11;
										end
										else begin pause <= 0; c <= 2'b10; end 
									end
								endcase
								if(count_nibbles == 8 || count_nibbles == 6) begin 
									pause <= 1;
								end
								else if(count_nibbles == 7 || count_nibbles == 4)begin
									pause <= 0;
								end
								else if(count_nibbles == 5) begin 
									if(count_frame_ticks > 200) begin
										pause <= 1;
									end
									else pause <= 0;
								end
								else begin
								end
							end
							else begin 
								count_data <= count_data + 1; 
							end
						end
					end
					else begin
						count_frame_ticks <= count_frame_ticks + 1;
						count_ticks <= count_ticks + 1;
						if ((data_pulse == 0) && (prev_data_tick == 1)) begin
							count_data <= 0;
							state_decode_pulse <= CHECK;
							count_ticks <= 0;
							if(count_nibbles > 7 || count_data > 56 || (count_data < 56 && count_data >27) ) begin 
									count_frame <= count_frame + 1; 
									state_decode_pulse <= SYNC; 
									store_nibble <= count_nibbles - 1 ; 
									pause <= 1; 
									data_fast_check_crc <= saved_data_fast;
									done_pre_data <= 3'b001;
									done_data_to_fifo <= 2'b01;
									count_frame_ticks <= 0;
									end
							else if(count_data == 56) begin j <= 1; count_frame_ticks <= count_frame_ticks - 56; end
							else begin data_nibble_rx <= count_data - 12; done_data <= 1; count_nibbles <= count_nibbles + 1; end
						end
						else begin 
							count_data <= count_data + 1; 
						end
					end
				end
				DATA: begin
					if(count_frame == 7 && enhanced) config_bit_decode <= status_nb[3];
					count_ticks <= count_ticks + 1;
					if ((data_pulse==0) && (prev_data_tick == 1)) begin
						data_nibble_rx <= count_data - 12;
						count_data <= 0;
						done_data <= 1;
						if(count_nibbles == store_nibble) begin
							if(count_nibbles == 6) begin c <= 2'b01; end
							else if(count_nibbles == 4) begin c <= 2'b10; end
							else if(count_nibbles == 3) begin c <= 2'b11;end
							if(pause) begin state_decode_pulse <= PAUSE;  end
							else begin 
								if(serial && count_frame == 15) begin 
									done_pre_data <= 3'b100; 
									state_decode_pulse <= IDLE; 
									state_decode_tick <= IDLE; 
									serial <= 0; 
									first_frame <= 0;
									count_frame <= 0;
									count_nibbles <= 0;
								end
								else if(enhanced && count_frame == 17) begin 
									done_pre_data <= 3'b101; 
									state_decode_pulse <= IDLE; 
									state_decode_tick <= IDLE; 
									prev_data_tick <= 0;
									enhanced <= 0; 
									first_frame <= 0;
									count_frame <= 0;
									count_nibbles <= 0;
								end
								else begin
								state_decode_pulse <= SYNC; 
								count_frame <= count_frame + 1; 
								data_fast_check_crc <= saved_data_fast;
								end
							end
							end else count_nibbles <= count_nibbles + 1;
						end
						else begin state_decode_pulse <= DATA; 
						count_ticks <= 0;
						count_data <= count_data + 1;
					end 
				end
				PAUSE: begin
					if ((data_pulse == 0) && (prev_data_tick == 1)) begin
						if(serial && count_frame == 15) begin 
							done_pre_data <= 3'b100; 
							state_decode_pulse <= IDLE; 
							state_decode_tick <= IDLE; 
							serial <= 0; 
							first_frame <= 0;
							count_frame <= 0;
							pause <= 0;
							count_nibbles <= 0;
						end
						else if(enhanced && count_frame == 17) begin 
							done_pre_data <= 3'b101; 
							state_decode_pulse <= IDLE; 
							state_decode_tick <= IDLE; 
							prev_data_tick <= 0;
							enhanced <= 0; 
							first_frame <= 0;
							count_frame <= 0;
							pause <= 0;
							count_nibbles <= 0;
						end
						else begin
						state_decode_pulse <= SYNC;
						count_frame <= count_frame + 1;	
						end
					end
					else state_decode_pulse <= PAUSE;
				end
			endcase
		end
	end
	always @(posedge clk_rx or posedge reset_rx) begin
		if(reset_rx) begin
			data_decode <= 0;
			done <= 0;
			done_data <= 0;
			done_pre_data <= 3'b000;
			done_data_to_fifo <= 2'b00;
			write_enable_store <= 0;
			saved_bit3_status <= 0;
			saved_bit2_status <= 0;
			saved_data_fast <= 0;
			data_channel_check_crc <= 0;
			id_decode <= 0;
			data_decode <= 0;
			count_enable <= 0;
			count_store <= 0;
			data_out <= 0;
		end
		else begin
			if(done) begin
				saved_bit3_status <= {saved_bit3_status,status_nb[3]};
				saved_bit2_status <= {saved_bit2_status,status_nb[2]};
				done <= 0;
			end
			if(done_data) begin
				saved_data_fast <= {saved_data_fast,data_nibble_rx};
				done_data <= 0;
			end
			if(c == 2'b01 && !done_data) begin data_fast_check_crc <= saved_data_fast; saved_data_fast <= 0; c <= 0; done_pre_data <= 3'b001; done_data_to_fifo <= 2'b01;end
			else if(c == 2'b10 && !done_data) begin data_fast_check_crc <= saved_data_fast; saved_data_fast <= 0; c <= 0; done_pre_data <= 3'b010; done_data_to_fifo <= 2'b10; end
			else if(c == 2'b11 && !done_data) begin data_fast_check_crc <= saved_data_fast; saved_data_fast <= 0; c <= 0;  done_pre_data <= 3'b011; done_data_to_fifo <= 2'b11;end
			if(done_pre_data == 3'b100) begin
				data_channel_check_crc <= saved_bit2_status[15:0];
				id_decode <= saved_bit2_status[15:12];
				data_decode <= saved_bit2_status[11:4];
			end
			if(done_pre_data == 3'b101) begin
				data_channel_check_crc <= {saved_bit2_status[11], saved_bit3_status[11], saved_bit2_status[10], saved_bit3_status[10],
								saved_bit2_status[9], saved_bit3_status[9], saved_bit2_status[8], saved_bit3_status[8],
								saved_bit2_status[7], saved_bit3_status[7], saved_bit2_status[6], saved_bit3_status[6],
								saved_bit2_status[5], saved_bit3_status[5], saved_bit2_status[4], saved_bit3_status[4],
								saved_bit2_status[3], saved_bit3_status[3], saved_bit2_status[2], saved_bit3_status[2],
								saved_bit2_status[1], saved_bit3_status[1], saved_bit2_status[0], saved_bit3_status[0],
								saved_bit2_status[17], saved_bit2_status[16], saved_bit2_status[15], saved_bit2_status[14],
								saved_bit2_status[13], saved_bit2_status[12] };
				if(config_bit_decode) begin
					id_decode <= saved_bit3_status[9:6];
					data_decode <= {saved_bit3_status[4:1], saved_bit2_status[11:0]};
				end
				else begin
					id_decode <= {saved_bit3_status[9:6], saved_bit3_status[4:1]};
					data_decode <= saved_bit2_status[11:0];
				end
			end
			case(done_data_to_fifo)
				2'b01: begin
					if(count_enable == 6) begin
						write_enable_store <= 1;
						count_enable <= 0;
						if(!count_store) begin
							data_out <= data_fast_check_crc[27:16]; 
							count_store <= 1; 
						end else begin 
							data_out <= data_fast_check_crc[15:4]; 
							count_store <= 0; 
							done_data_to_fifo <= 0;
						end
						end
					else begin count_enable <= count_enable + 1; end
				end
				2'b10: begin
					if(count_enable == 6) begin
						write_enable_store <= 1;
						count_enable <= 0;
						data_out <= {data_fast_check_crc[18:16],data_fast_check_crc[14:12],data_fast_check_crc[10:8],data_fast_check_crc[6:4]}; 
						done_data_to_fifo <= 0;
					end
					else begin count_enable <= count_enable + 1; end
				end
				2'b11: begin
					if(count_enable == 6) begin
						write_enable_store <= 1;
						count_enable <= 0;
						data_out <= data_fast_check_crc[15:4]; 
						done_data_to_fifo <= 0;
					end
					else begin count_enable <= count_enable + 1; end
				end
			endcase
			if(done_pre_data != 0) done_pre_data <= 3'b000;
			if(write_enable_store) write_enable_store <= 0;
		end
	end
endmodule
$ cat ./run.sh
#!/bin/bash
# OpenROAD 26Q1-2900-gdf79404cd8, Yosys 0.63+post, stock flow scripts
make -C /OpenROAD-flow-scripts/flow DESIGN_CONFIG=/design/flow/config.mk WORK_HOME=/design/flow/orfs finish
$ cat ./config.mk
export PLATFORM = sky130hd
export DESIGN_NAME = sent_rx_pulse_check
export DESIGN_NICKNAME = sent_rx_pulse_check
export VERILOG_FILES = /design/flow/design.v
export SDC_FILE = /design/flow/constraint.sdc
export NUM_CORES = 4
export LEC_CHECK = 1
export CORE_AREA = 10 10 70 70
export DIE_AREA = 0 0 80 80
$ cat ./constraint.sdc
current_design sent_rx_pulse_check

set clk_period 1.5
set clk_io_pct 0.2

create_clock -name clk0 -period $clk_period [get_ports {clk_rx}]

set non_clock_inputs [all_inputs -no_clocks]
set_input_delay [expr $clk_period * $clk_io_pct] -clock clk0 $non_clock_inputs
set_output_delay [expr $clk_period * $clk_io_pct] -clock clk0 [all_outputs]
==> results.txt <==
num rows: 21
fp_density: 26.1%
die width: 80 um
# Post-CTS Setup Buffers: 0
I/O Pins: 102
clk buf depth: 2
port bufs: 2
tool warnings: 26
Commonest flop: dfrtp_1
yosys cell count: 111
DR DRC count: 0
Fin Setup TNS: 0 ps
ant diodes: 0
Registers, synthesis: 4
initial antenna violation count: 0
Fin Hold WS: 251 ps
P_leak: 0.419 nW
reg2reg path depth: 2
outcome: complete, no violations
Synth Seq Share: 11.2%
Ys Warns: 180
Die Ht: 80 um
Die ar.: 0.00640 mm2
max-slew violation count: 0
TritonCTS Buffers: 3
slowest CP cell: clkdlybuf4s50_1
clk_skew: 2.60 ps
critical path's largest stage delay: 460 ps
Post-synth EDFFs: 0
Buf/Inv on CP: 1
GRT Total Usage: 3.20%
worst ir drop on vdd: 0.000131 V
Final Cell Area: 621 um2
Crit path max-delay family: buffers and inverters
H-tree levels: 1
MaxCap Viol Count: 0
Via density: 2.16
fin crit period: 1330 ps
Worst Path Arrival: 1030 ps
Synth Area per Inst: 8.04 um2
drt total wl: 1440 um
CTS resizes: 0
pwr dens: 413 mW/mm2
synth unique cells: 10
Final HPWL DP: 1410 um
cell taking the most area after synthesis: buf_4
Fin. Hold Viols: 0
type of the worst setup path: reg -> out
Setup Viol. Count Final: 0
layout cell share with drive strength beyond 1: 3.48%
Area Growth Syn to Fin: -30.4%
top cell type by instance count after synthesis: buf_4
first-pass GRT wire length: 1800 um
clk slew on worst S/H paths: 40 ps
period utilization: 89.0%
Hold Buf Count CTS: 0
clk sink count: 4
root buf cell: clkbuf_4
DP Area: 598 um2
Area contributors post-synth: buf_4 (82%), dfrtp_1 (11%), nand2b_1 (1.4%)
cells after synthesis: 111
stages on the worst setup path: 1
maximum clock rate: 0.749 GHz
total grt overflow: 0
first-iteration detailed-routing DRC count: 0
GPL Wtd Cong: 0.594
crit-path cells: clkdlybuf4s50_1
drt first pass iters: 1
crit path DRT: 1200 ps
unrepaired setup endpoints after global routing: false
worst hold path class: in -> async
Yosys Chip Area: 892 um2
Fillers: 400
Crit. End Element: output port
Async S/R FF share, synth: 100%
maximum fanout along the worst path: 2
core area: 0.00342 mm2
share of the synthesized area in the top cell type: 82.5%
Post-synth top cells: buf_4 (98), dfrtp_1 (4), nand2b_1 (2)
CTS tree: done
largest net degree at the start of global routing: 6
Cell Count, Final, Fillers Out: 161
number of global-route vias before repair: 429
synthesized area: 892 um2
ANT nets after route: 0
placed insts: 158
clk ins delay skew pair: 230 ps
CP Launch Type: register
vias: 347
wire per inst: 8.93 um
[placed cells by master, fill, tap and decap left out, drive strengths merged]
master,count
a21oi,1
clkbuf,3
clkdlybuf4s50,2
conb,98
dfrtp,4
inv,1
mux2i,1
nand2,1
nand2b,2
nor3b,1
o21ai,1
[power by group]
part	switching [mW]	internal, mW
clock network	0.0379	0.0891
logic	0.0185	0.00243
registers	0	0.109
total	0.0564	0.200
[cell type report]
class | instances | area [um2] | share of cell area [%]
clock buffer | 3 | 22.5 | 3.63
inverter | 1 | 3.75 | 0.605
multi-input combinational | 105 | 417 | 67.1
sequential | 4 | 100 | 16.1
tap | 46 | 57.6 | 9.27
timing repair buffer | 2 | 20.0 | 3.23
[layer usage]
metal	wire (um)	track usage, %	vias up
met1	480	3.21	140
met4	24	0.704	0
met5	0	0	-
met3	215	1.25	4
met2	719	6.02	55
li1	-	-	148
[state kept, by name, summed over array words and instances, names as in the netlist]
signal / cells
count_enable: 3
write_enable_store: 1
[logic make-up after synthesis]
kind of cell           after synthesis  synth area share, %
buffers and inverters               99                 82.9
DFF                                  4                 11.2
and+or+nand+nor                      4                 3.22
AOI/OAI and AO/OA                    2                 1.12
muxes                                1                 1.12
other                                1                0.420
[worst paths after layout]
check                                        startpoint                      endpoint  slack [ps]
setup / recovery           write_enable_store$_DFF_PP0_            write_enable_store         170
hold / removal                                 reset_rx     count_enable[0]$_DFF_PP0_         250
setup reg to reg              count_enable[0]$_DFF_PP0_  write_enable_store$_DFF_PP0_         690
hold reg to reg            write_enable_store$_DFF_PP0_  write_enable_store$_DFF_PP0_         440
max in group asynchronous                      reset_rx  write_enable_store$_DFF_PP0_        1100
min in group clk0          write_enable_store$_DFF_PP0_  write_enable_store$_DFF_PP0_         440
[through the flow]
| step | setup WS [ps] | power [mW] | utilization, % |
|---|---|---|---|
| finish | 165 | 0.256 | 18.2 |
| global route | 134 | 0.281 | 18.2 |
| CTS | 146 | 0.269 | 18.2 |
| detailed placement | 392 | 0.137 | 17.5 |
| global placement | 389 | 0.138 | 17.5 |
| floorplan | 747 | 0.293 | - |
Power and IR drop assume default switching activity.
