**flow/run.sh**
```bash
#!/bin/bash
# OpenROAD 26Q1-2900-gdf79404cd8, Yosys 0.63+post, stock flow scripts
make -C /OpenROAD-flow-scripts/flow DESIGN_CONFIG=/design/flow/config.mk WORK_HOME=/design/flow/orfs finish
```
**flow/config.mk**
```make
export PLATFORM = sky130hd
export DESIGN_NAME = async_fifo
export DESIGN_NICKNAME = async_fifo
export VERILOG_FILES = /design/flow/design.v
export SDC_FILE = /design/flow/constraint.sdc
export NUM_CORES = 4
export LEC_CHECK = 1
export CORE_UTILIZATION = 50
```
**flow/constraint.sdc**
```tcl
current_design async_fifo

set clk_period 76.7
set clk_io_pct 0.2

create_clock -name clk0 -period $clk_period [get_ports {read_clk}]
create_clock -name clk1 -period $clk_period [get_ports {write_clk}]

set non_clock_inputs [all_inputs -no_clocks]
set_input_delay [expr $clk_period * $clk_io_pct] -clock clk0 $non_clock_inputs
set_output_delay [expr $clk_period * $clk_io_pct] -clock clk0 [all_outputs]
```
**flow/design.v**
```verilog
module fifomem
#(
  parameter DATASIZE = 12,  
  parameter ADDRSIZE = 8   
)
(
  input   write_enable, write_full, write_clk,
  input   [ADDRSIZE-1:0] waddr, raddr,
  input   [DATASIZE-1:0] write_data,
  output  [DATASIZE-1:0] read_data
);
  localparam DEPTH = 1<<ADDRSIZE; 
  logic [DATASIZE-1:0] mem [0:DEPTH-1];
  assign read_data = mem[raddr];
  always_ff @(posedge write_clk)
    if (write_enable && !write_full) 
      	mem[waddr] <= write_data; 
endmodule
module rptr_empty
#(
  parameter ADDRSIZE = 8
)
(
  input   read_enable, read_clk, read_reset,
  input   [ADDRSIZE :0] rq2_wptr,
  output reg  read_empty,
  output  [ADDRSIZE-1:0] raddr,
  output reg [ADDRSIZE :0] rptr
);
  reg [ADDRSIZE:0] rbin;
  wire [ADDRSIZE:0] rgraynext, rbinnext;
  always_ff @(posedge read_clk or posedge read_reset)
    if (read_reset)
      {rbin, rptr} <= '0;
    else
      {rbin, rptr} <= {rbinnext, rgraynext};
  assign raddr = rbin[ADDRSIZE-1:0];
  assign rbinnext = rbin + (read_enable & ~read_empty);
  assign rgraynext = (rbinnext>>1) ^ rbinnext;
  assign read_empty_val = (rgraynext == rq2_wptr);
  always_ff @(posedge read_clk or posedge read_reset)
    if (read_reset)
      read_empty <= 1'b1;
    else
      read_empty <= read_empty_val;
endmodule
module sync_r2w
#(
  parameter ADDRSIZE = 8
)
(
  input   write_clk, write_reset,
  input   [ADDRSIZE:0] rptr,
  output reg  [ADDRSIZE:0] wq2_rptr 
);
  reg [ADDRSIZE:0] wq1_rptr;
  always_ff @(posedge write_clk or posedge write_reset)
    if (write_reset) {wq2_rptr,wq1_rptr} <= 0;
    else {wq2_rptr,wq1_rptr} <= {wq1_rptr,rptr};
endmodule
module sync_w2r
#(
  parameter ADDRSIZE = 8
)
(
  input   read_clk, read_reset,
  input   [ADDRSIZE:0] wptr,
  output reg [ADDRSIZE:0] rq2_wptr
);
  reg [ADDRSIZE:0] rq1_wptr;
  always_ff @(posedge read_clk or posedge read_reset)
    if (read_reset)
      {rq2_wptr,rq1_wptr} <= 0;
    else
      {rq2_wptr,rq1_wptr} <= {rq1_wptr,wptr};
endmodule
module wptr_full
#(
  parameter ADDRSIZE = 8
)
(
  input   write_enable, write_clk, write_reset,
  input   [ADDRSIZE :0] wq2_rptr,
  output reg  write_full,
  output  [ADDRSIZE-1:0] waddr,
  output reg [ADDRSIZE :0] wptr
);
   reg [ADDRSIZE:0] wbin;
  wire [ADDRSIZE:0] wgraynext, wbinnext;
  always_ff @(posedge write_clk or posedge write_reset)
    if (write_reset)
      {wbin, wptr} <= '0;
    else
      {wbin, wptr} <= {wbinnext, wgraynext};
  assign waddr = wbin[ADDRSIZE-1:0];
  assign wbinnext = wbin + (write_enable & ~write_full);
  assign wgraynext = (wbinnext>>1) ^ wbinnext;
  assign write_full_val = (wgraynext=={~wq2_rptr[ADDRSIZE:ADDRSIZE-1], wq2_rptr[ADDRSIZE-2:0]});
  always_ff @(posedge write_clk or posedge write_reset)
    if (write_reset)
      write_full <= 1'b0;
    else
      write_full <= write_full_val;
endmodule
module async_fifo
#(
  parameter DATASIZE = 12,
  parameter ADDRESSSIZE = 8
 )
(
  input   write_enable, write_clk, write_reset, 
  input   read_enable, read_clk, read_reset, 
  input   [DATASIZE-1:0] write_data,
  output  [DATASIZE-1:0] read_data,
  output  write_full,
  output  read_empty
);
  wire [ADDRESSSIZE-1:0] waddr, raddr;
  wire [ADDRESSSIZE:0] wptr, rptr, wq2_rptr, rq2_wptr;
  sync_r2w sync_r2w (.*);
  sync_w2r sync_w2r (.*);
  fifomem #(DATASIZE, ADDRESSSIZE) fifomem (.*);
  rptr_empty #(ADDRESSSIZE) rptr_empty (.*);
  wptr_full #(ADDRESSSIZE) wptr_full (.*);
endmodule
```
==> summary.txt <==
impl run done, here's what came out: status completed, worst setup path class reg -> out, final WL 322000 um, Dominant flop cell edfxtp_1, R2R Path End rptr_empty.read_empty$_DFF_PP1_, Remaining Overflow, GRT 0, All-Layer GR Usage 0.306, hold-critical path depth 1, worst slack at placement 54.79 ns, Hold Vio Cnt, Final 0, row count 180, met3 WL post-DR 58500 um, Worst Max-Slew Pin Slew 1.17 ns, Starting Density 0.503, met2 wire length 149000 um, Synth area leader edfxtp_1, routed len/inst 33.5 um, Worst R2R Start rptr_empty.rbin[2]$_DFF_PP0_, Hold Slack 0.225 ns, Post-synth top cells edfxtp_1 (3072), mux4_2 (622), mux2i_1 (347), most frequent cell after synthesis edfxtp_1, Reg2Reg Setup Slack 72.75 ns, routed vias 59128, io pins 32, Area leader share 0.763, Worst Hold Class reg -> reg, worst-path maximum fanout 41, share of layout cells above drive strength 1 0.249, Logic pwr share 0.282, Critical Path End read_data[6], Leakage 44.0 nW, CP startpoint kind flop, CP endpoint kind output port, crit path launch rptr_empty.rbin[1]$_DFF_PP0_, RSZ-0062 raised after global routing no, Arr. time, crit path 6.83 ns, Post-CTS Setup Repair Bufs 0, Required @ worst endpoint 61.36 ns, CTS tree built, Pre-antenna DRT Iters 6, die width 494 um, Port Buffers 30, yosys warns 7, switching share of power 0.310, P_int 3.32 mW, R2R depth 10, Clk pin slew, worst setup/hold paths 0.06 ns, Top Layer Used met5, Post-synth EDFFs 3072, M1 wire length 103000 um, Initial DRC Count 4143, Cell Type Count 53, Sequential Power Share 0.404, post-route setup slack 54.53 ns, number of global-route vias before repair 64455, Die Height 494 um, Top area cell types edfxtp_1 (76%), mux4_2 (12%), mux2i_1 (2.9%), Log Warnings 30, global-route wire length before repair 460000 um, Setup TNS Final 0 ns, chip area 244000 um^2, area of the mapped netlist 121000 um^2, largest net degree at the start of global routing 104, fin. max-slew vios 0, design area 137000 um^2, switching power 1.49 mW, gp weighted congestion 0.916, Cell Area, Placed 127000 um^2, Gate Count Post-Synth 5691, Seq share, synth 0.778, number of vias per cell 6.14, post-synthesis register bit count 3144, area grow syn2layout 13.4%, Rel. slew slack 0.220, Final HPWL DP 198000 um, Max rail drop VDD 0.0237 mV, yosys stat chip area 121000 um^2, ys async rst share 0.0229, pwr/cell area 35.1 nW/um^2, antenna-violating nets left 0, Clk pwr share 0.313, Layout Utilization 0.570, DRC 0, clock sinks 3144, Yosys Instances 5691, Max Cap Viol 0, clk_skew 0.0638 ns, Core Region 241000 um^2, Setup violations, final 0, initial antenna violation count 9, Avg Cell Area, Syn 21.2 um^2
==> stage by stage <==
step / cells / total power [mW]
5_1_grt: 9621 / 4.98
2_1_floorplan: 5691 / 2.82
3_3_place_gp: 9043 / 3.34
3_5_place_dp: 9043 / 3.34
4_1_cts: 9618 / 4.84
6_report: 9627 / 4.81
==> worst max-delay path, cell delays in order, from the launching register on <==
cell and delay [ns]:
dfrtp_4 0.67, buf_4 0.63, buf_4 0.65, buf_4 0.63, buf_4 0.61, mux4_2 0.40, a21oi_1 0.17, buf_4 0.13
nand3_1 0.12, a211oi_1 1.00, a31oi_1 0.60, o311a_1 0.34, clkdlybuf4s50_1 0.45
==> cells in the final DEF, fill, tap and decap left out, drive strengths merged, types with 6 or more instances in the layout <==
| master | n |
|---|---|
| o22ai | 112 |
| or4 | 6 |
| xor2 | 29 |
| clkdlybuf4s50 | 18 |
| a22o | 8 |
| buf | 490 |
| nand3 | 63 |
| dfrtp | 71 |
| a31oi | 13 |
| xnor2 | 18 |
| nand2b | 13 |
| nor2 | 298 |
| or2 | 9 |
| edfxtp | 3072 |
| a21oi | 86 |
| o221ai | 29 |
| a211oi | 42 |
| inv | 20 |
| clkbuf | 394 |
| o21ai | 16 |
| nand2 | 60 |
| mux2 | 12 |
| nor2b | 33 |
| bufinv | 20 |
| diode | 9 |
| nor4 | 22 |
| nand4 | 28 |
| mux4 | 622 |
| a22oi | 192 |
| a221oi | 19 |
| mux2i | 347 |
| clkinv | 144 |
| dlygate4sd3 | 9 |
| nor3 | 68 |
| o211ai | 8 |
==> cell families after synthesis <==
| kind of cell | share of synthesized area |
|---|---|
| DFF | 0.778 |
| muxes | 0.146 |
| and+or+nand+nor | 0.0232 |
| AOI/OAI and AO/OA | 0.0311 |
| buffers and inverters | 0.0182 |
| xor gates and xnor gates | 0.00341 |
| adders and majority gates | 0.000414 |
==> per-layer routing <==
layer,vias to the layer above,GRT usage
met1,30149,0.407
met4,14,0.0821
met3,526,0.238
met5,-,0.0268
met2,3628,0.419
li1,24811,-
==> power groups by stage <==
stage     sequential [mW]  clock [mW]  combinational [mW]
5_1_grt              1.95        1.60                1.44
6_report             1.94        1.51                1.36
4_1_cts              1.94        1.53                1.37
==> area by class of cell <==
| class | count | area, um^2 |
|---|---|---|
| sequential | 3144 | 94100 |
| fill | 17450 | 103000 |
| inverter | 17 | 63.8 |
| clock inverter | 172 | 1290 |
| tap | 3185 | 3990 |
| antenna | 9 | 22.5 |
| clock buffer | 394 | 8770 |
| multi-input combinational | 2189 | 24800 |
| timing repair buffer | 517 | 4090 |
==> worst min path at each step <==
stage	from	end	slack, ns
4_1_cts	rptr_empty.rptr[2]$_DFF_PP0_	sync_r2w.wq1_rptr[2]$_DFF_PP0_	0.15
6_report	rptr_empty.rptr[2]$_DFF_PP0_	sync_r2w.wq1_rptr[2]$_DFF_PP0_	0.22
5_1_grt	rptr_empty.rptr[2]$_DFF_PP0_	sync_r2w.wq1_rptr[2]$_DFF_PP0_	0.22
==> flip-flops by register name, summed over array words and instances (netlist names) <==
signal,flops
fifomem.mem,3072
rptr_empty.rbin,8
rptr_empty.read_empty,1
rptr_empty.rptr,9
sync_r2w.wq1_rptr,9
sync_r2w.wq2_rptr,9
sync_w2r.rq1_wptr,9
sync_w2r.rq2_wptr,9
wptr_full.wbin,8
wptr_full.wptr,9
wptr_full.write_full,1
==> repair_timing <==
action	4_1_cts	5_1_grt
endpoints found under the hold margin	9	0
resized	0	0
hold buffers	9	0
setup endpoints to repair	0	0
Power figures rest on the tool's default switching activity, not on a simulated workload.
